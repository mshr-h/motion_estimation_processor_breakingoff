==> ./design.v <==
`default_nettype none
module displayIK_7seg_16
(
  input  wire        CLK,
  input  wire        RSTN,
  input  wire [15:0] data0,
  input  wire [15:0] data1,
  input  wire [15:0] data2,
  input  wire [15:0] data3,
  input  wire [15:0] data4,
  input  wire [15:0] data5,
  input  wire [15:0] data6,
  input  wire [15:0] data7,
  input  wire [15:0] data8,
  input  wire [15:0] data9,
  input  wire [15:0] data10,
  input  wire [15:0] data11,
  input  wire [15:0] data12,
  input  wire [15:0] data13,
  input  wire [15:0] data14,
  input  wire [15:0] data15,
  output wire [7:0]  SEG_A,
  output wire [7:0]  SEG_B,
  output wire [7:0]  SEG_C,
  output wire [7:0]  SEG_D,
  output wire [7:0]  SEG_E,
  output wire [7:0]  SEG_F,
  output wire [7:0]  SEG_G,
  output wire [7:0]  SEG_H,
  output wire [8:0]  SEG_SEL
);
wire [31:0] SEG_0,SEG_1,SEG_2,SEG_3,SEG_4,SEG_5,SEG_6,SEG_7;
wire [31:0] SEG_8,SEG_9,SEG_10,SEG_11,SEG_12,SEG_13,SEG_14,SEG_15;
display_module_async_16b
i0
(
  .data   (data0),
  .SEG_32 (SEG_0)
);
display_module_async_16b
i1
(
  .data   (data1),
  .SEG_32 (SEG_1)
);
display_module_async_16b
i2
(
  .data   (data2),
  .SEG_32 (SEG_2)
);
display_module_async_16b
i3
(
  .data   (data3),
  .SEG_32 (SEG_3)
);
display_module_async_16b
i4
(
  .data   (data4),
  .SEG_32 (SEG_4)
);
display_module_async_16b
i5
(
  .data   (data5),
  .SEG_32 (SEG_5)
);
display_module_async_16b
i6
(
  .data   (data6),
  .SEG_32 (SEG_6)
);
display_module_async_16b
i7
(
  .data   (data7),
  .SEG_32 (SEG_7)
);
display_module_async_16b
i8
(
  .data   (data8),
  .SEG_32 (SEG_8)
);
display_module_async_16b
i9
(
  .data   (data9),
  .SEG_32 (SEG_9)
);
display_module_async_16b
i10
(
  .data   (data10),
  .SEG_32 (SEG_10)
);
display_module_async_16b
i11
(
  .data   (data11),
  .SEG_32 (SEG_11)
);
display_module_async_16b
i12
(
  .data   (data12),
  .SEG_32 (SEG_12)
);
display_module_async_16b
i13
(
  .data   (data13),
  .SEG_32 (SEG_13)
);
display_module_async_16b
i14
(
  .data   (data14),
  .SEG_32 (SEG_14)
);
display_module_async_16b
i15
(
  .data   (data15),
  .SEG_32 (SEG_15)
);
dynamic_displayIK_16
i16
(
  .CLK     (CLK),
  .RST     (RSTN),
  .SEG_0   (SEG_0),
  .SEG_1   (SEG_1),
  .SEG_2   (SEG_2),
  .SEG_3   (SEG_3),
  .SEG_4   (SEG_4),
  .SEG_5   (SEG_5),
  .SEG_6   (SEG_6),
  .SEG_7   (SEG_7),
  .SEG_8   (SEG_8),
  .SEG_9   (SEG_9),
  .SEG_10  (SEG_10),
  .SEG_11  (SEG_11),
  .SEG_12  (SEG_12),
  .SEG_13  (SEG_13),
  .SEG_14  (SEG_14),
  .SEG_15  (SEG_15),
  .SEG_A   (SEG_A),
  .SEG_B   (SEG_B),
  .SEG_C   (SEG_C),
  .SEG_D   (SEG_D),
  .SEG_E   (SEG_E),
  .SEG_F   (SEG_F),
  .SEG_G   (SEG_G),
  .SEG_H   (SEG_H),
  .SEG_SEL (SEG_SEL)
);
endmodule
module dynamic_displayIK_16
(
  input  wire        CLK,
  input  wire        RST,
  input  wire [31:0] SEG_0,
  input  wire [31:0] SEG_1,
  input  wire [31:0] SEG_2,
  input  wire [31:0] SEG_3,
  input  wire [31:0] SEG_4,
  input  wire [31:0] SEG_5,
  input  wire [31:0] SEG_6,
  input  wire [31:0] SEG_7,
  input  wire [31:0] SEG_8,
  input  wire [31:0] SEG_9,
  input  wire [31:0] SEG_10,
  input  wire [31:0] SEG_11,
  input  wire [31:0] SEG_12,
  input  wire [31:0] SEG_13,
  input  wire [31:0] SEG_14,
  input  wire [31:0] SEG_15,
  output reg  [7:0]  SEG_A,
  output reg  [7:0]  SEG_B,
  output reg  [7:0]  SEG_C,
  output reg  [7:0]  SEG_D,
  output reg  [7:0]  SEG_E,
  output reg  [7:0]  SEG_F,
  output reg  [7:0]  SEG_G,
  output reg  [7:0]  SEG_H,
  output reg  [8:0]  SEG_SEL
);
localparam DEF_MAX = 16'h7FFF;
localparam COUNT_MAX = 3'b111;
reg [2:0]  COUNTER;
reg [15:0] DEF_COUNTER;
always @(posedge CLK or negedge RST) begin
  if(!RST) begin
    SEG_A <= 8'hFC;
    SEG_B <= 8'hFC;
    SEG_C <= 8'hFC;
    SEG_D <= 8'hFC;
    SEG_E <= 8'hFC;
    SEG_F <= 8'hFC;
    SEG_G <= 8'hFC;
    SEG_H <= 8'hFC;
    SEG_SEL <=9'h1FF;
    COUNTER <= 3'h0;
    DEF_COUNTER <= 16'h0000;
  end else begin
    if(DEF_COUNTER != DEF_MAX) begin
      DEF_COUNTER <= DEF_COUNTER + 16'd1;
      SEG_SEL <=9'h000;
    end
    else begin
      DEF_COUNTER <= 16'h0000;
      case(COUNTER)
        3'd0: begin
          SEG_A <= SEG_0[31:24];
          SEG_B <= SEG_0[23:16];
          SEG_C <= SEG_0[15:8];
          SEG_D <= SEG_0[7:0];
          SEG_E <= SEG_1[31:24];
          SEG_F <= SEG_1[23:16];
          SEG_G <= SEG_1[15:8];
          SEG_H <= SEG_1[7:0];
          SEG_SEL <= 9'b0_0000_0001;
        end
        3'd1: begin
          SEG_A <= SEG_2[31:24];
          SEG_B <= SEG_2[23:16];
          SEG_C <= SEG_2[15:8];
          SEG_D <= SEG_2[7:0];
          SEG_E <= SEG_3[31:24];
          SEG_F <= SEG_3[23:16];
          SEG_G <= SEG_3[15:8];
          SEG_H <= SEG_3[7:0];
          SEG_SEL <= 9'b0_0000_0010;
        end
        3'd2: begin
          SEG_A <= SEG_4[31:24];
          SEG_B <= SEG_4[23:16];
          SEG_C <= SEG_4[15:8];
          SEG_D <= SEG_4[7:0];
          SEG_E <= SEG_5[31:24];
          SEG_F <= SEG_5[23:16];
          SEG_G <= SEG_5[15:8];
          SEG_H <= SEG_5[7:0];
          SEG_SEL <= 9'b0_0000_0100;
        end
        3'd3: begin
          SEG_A <= SEG_6[31:24];
          SEG_B <= SEG_6[23:16];
          SEG_C <= SEG_6[15:8];
          SEG_D <= SEG_6[7:0];
          SEG_E <= SEG_7[31:24];
          SEG_F <= SEG_7[23:16];
          SEG_G <= SEG_7[15:8];
          SEG_H <= SEG_7[7:0];
          SEG_SEL <= 9'b0_0000_1000;
        end
        3'd4: begin
          SEG_A <= SEG_8[31:24];
          SEG_B <= SEG_8[23:16];
          SEG_C <= SEG_8[15:8];
          SEG_D <= SEG_8[7:0];
          SEG_E <= SEG_9[31:24];
          SEG_F <= SEG_9[23:16];
          SEG_G <= SEG_9[15:8];
          SEG_H <= SEG_9[7:0];
          SEG_SEL <= 9'b0_0001_0000;
        end
        3'd5: begin
          SEG_A <= SEG_10[31:24];
          SEG_B <= SEG_10[23:16];
          SEG_C <= SEG_10[15:8];
          SEG_D <= SEG_10[7:0];
          SEG_E <= SEG_11[31:24];
          SEG_F <= SEG_11[23:16];
          SEG_G <= SEG_11[15:8];
          SEG_H <= SEG_11[7:0];
          SEG_SEL <= 9'b0_0010_0000;
        end
        3'd6: begin
          SEG_A <= SEG_12[31:24];
          SEG_B <= SEG_12[23:16];
          SEG_C <= SEG_12[15:8];
          SEG_D <= SEG_12[7:0];
          SEG_E <= SEG_13[31:24];
          SEG_F <= SEG_13[23:16];
          SEG_G <= SEG_13[15:8];
          SEG_H <= SEG_13[7:0];
          SEG_SEL <= 9'b0_0100_0000;
        end
        3'd7: begin
          SEG_A <= SEG_14[31:24];
          SEG_B <= SEG_14[23:16];
          SEG_C <= SEG_14[15:8];
          SEG_D <= SEG_14[7:0];
          SEG_E <= SEG_15[31:24];
          SEG_F <= SEG_15[23:16];
          SEG_G <= SEG_15[15:8];
          SEG_H <= SEG_15[7:0];
          SEG_SEL <= 9'b0_1000_0000;
        end
      endcase
      if(COUNTER == COUNT_MAX) begin
        COUNTER <= 3'd0;
      end else begin
        COUNTER <= COUNTER + 3'd1;
      end
    end
  end
end
endmodule
module display_module_async_16b
(
  input  wire [15:0] data,
  output wire [31:0] SEG_32
);
display_module_async
i0
(
  .SEG_VAL (data[3:0]),
  .SEG     (SEG_32[7:0])
);
display_module_async
i1
(
  .SEG_VAL (data[7:4]),
  .SEG     (SEG_32[15:8])
);
display_module_async
i2
(
  .SEG_VAL (data[11:8]),
  .SEG     (SEG_32[23:16])
);
display_module_async
i3
(
  .SEG_VAL (data[15:12]),
  .SEG     (SEG_32[31:24])
);
endmodule
module display_module_async
(
  input  wire [3:0] SEG_VAL,
  output reg  [7:0] SEG
);
always @ (*) begin
  case (SEG_VAL)
    4'h0: SEG <= 8'b11111100;
    4'h1: SEG <= 8'b01100000;
    4'h2: SEG <= 8'b11011010;
    4'h3: SEG <= 8'b11110010;
    4'h4: SEG <= 8'b01100110;
    4'h5: SEG <= 8'b10110110;
    4'h6: SEG <= 8'b10111110;
    4'h7: SEG <= 8'b11100000;
    4'h8: SEG <= 8'b11111110;
    4'h9: SEG <= 8'b11110110;
    4'ha: SEG <= 8'b11101110;
    4'hb: SEG <= 8'b00111110;
    4'hc: SEG <= 8'b00011010;
    4'hd: SEG <= 8'b01111010;
    4'he: SEG <= 8'b10011110;
    4'hf: SEG <= 8'b10001110;
  endcase
end
endmodule
`default_nettype wire
==> ./run.sh <==
#!/bin/bash
# OpenROAD 26Q1-2900-gdf79404cd8, Yosys 0.63+post, stock flow scripts
make -C /OpenROAD-flow-scripts/flow DESIGN_CONFIG=/design/flow/config.mk WORK_HOME=/design/flow/orfs finish
==> ./config.mk <==
export PLATFORM = sky130hd
export DESIGN_NAME = displayIK_7seg_16
export DESIGN_NICKNAME = displayIK_7seg_16
export VERILOG_FILES = /design/flow/design.v
export SDC_FILE = /design/flow/constraint.sdc
export NUM_CORES = 4
export LEC_CHECK = 1
export CORE_UTILIZATION = 50
export SYNTH_MEMORY_MAX_BITS = 65536
==> ./constraint.sdc <==
current_design displayIK_7seg_16

set clk_period 9.2
set clk_io_pct 0.2

create_clock -name clk0 -period $clk_period [get_ports {CLK}]

set non_clock_inputs [all_inputs -no_clocks]
set_input_delay [expr $clk_period * $clk_io_pct] -clock clk0 $non_clock_inputs
set_output_delay [expr $clk_period * $clk_io_pct] -clock clk0 [all_outputs]
==> out/qor.txt <==
Sequential share of power: 25.8%
TritonRoute pass-1 iters: 6
Clock Latency Late Sink: 0.38 ns
Final core utilization: 60.3%
Lkg Pwr: 10.4 nW
Fillcell total: 3398
Least-Margin Pin Slew: 0.751 ns
Cell depth of the worst flop-to-flop path: 10
Ys async rst share: 100%
Net switching power: 0.555 mW
Worst hold stages: 2
Vias per Instance: 6.09
Avg Inst Size Synth: 7.63 um^2
Area growth, synth to finish: 17.7%
Synth Cell Area: 20000 um^2
Post-synth top cells: ha_1 (400), nand2_1 (250), inv_1 (222), nor2_1 (206), o21ai_0 (178)
Die Size: 40900 um^2
Die width: 202 um
GRT Total Usage: 33.5%
Max Fclk: 0.265 GHz
Post-synth cell types: 79
CTS tree: done
Endpoints failing hold: 0
Tool warning count: 359
Commonest flop: dfstp_2
Sw Ratio: 38.4%
Cell area leaders: ha_1 (25%), mux4_2 (7.6%), dfstp_2 (7.5%), nand2_1 (4.7%), o21ai_0 (4.4%)
Worst hold margin: 0.464 ns
Cells after Synth: 2626
Row count: 72
Clock sink count: 84
Ys flops: 84
Largest net degree at the start of global routing: 56
Post_cts resized: 0
Worst setup EP type: flop
Layout cells sized above 1: 7.22%
Final ANT Viol Nets: 0
Fin crit share: 41.0%
PortBufs: 322
Global-route wire length before repair: 105000 um
CTS H-tree lvls: 3
Final Slew Violations: 0
Gate power share: 46.6%
Hpwl dp: 51600 um
RSZ-0062 raised after global routing: false
Clock power share: 27.6%
Fraction of synthesized cell area taken by the top area cell type: 25.0%
Count leader, synth: ha_1
IO Pins: 331
Total negative slack: 0 ns
Initial antenna violation count: 9
Num CTS Buffers: 9
Ys cells: 2626
Critical path class: in -> reg
Worst Setup Start Kind: primary input
Post-synth EDFFs: 0
Slew headroom: 49.9%
Pwr per Cell Area: 61.2 nW/um^2
CP required: 9.49 ns
Grt total ovfl: 0
Clock Path Buffers: 2
Crit path DAT: 4.06 ns
Worst R2R Start: i16.COUNTER[2]$_DFFE_PN0N_
Status: completed
CP Max Fanout: 7
Via Count: 20200
Synth area leader: ha_1
Vias in the first global route: 18800
CTS hold repair buffers: 0
Worst VDD drop: 0.0845 mV
Worst Skew: 0.0135 ns
GP Congestion: 0.983
Clk root buf: clkbuf_16
# Max-Cap Violations: 0
Min-delay src: i16.SEG_F[3]$_DFFE_PN1N_
Pre-Place Util: 51.3%
Detailed Route WL: 67400 um
# DRC: 0
Cell internal pwr: 0.889 mW
Ys Warns: 2
Die Height: 202 um
DR WL/cell: 20.3 um
CP Launch Point: data5[1]
Crit path time final: 3.78 ns
Area of the core: 39100 um^2
Initial DRC count: 1670
Seq/Total Area, Yosys: 10.8%
Number of setup violations in the final report: 0
Setup bufs post-CTS: 0
Hold WC Path Type: reg -> reg
Worst-path clk slew: 0.08 ns
Yosys Chip Area: 20000 um^2
==> cell usage in the layout, fill, tap and decap left out, types with 16 or more instances in the layout <==
| master | count |
|---|---|
| nand4_1 | 22 |
| nor2b_1 | 108 |
| o21ai_1 | 35 |
| nand2b_1 | 16 |
| nor4_1 | 20 |
| o32ai_1 | 42 |
| nand2_1 | 249 |
| o31ai_1 | 21 |
| a31oi_1 | 36 |
| mux2i_1 | 61 |
| a211oi_1 | 29 |
| o211ai_1 | 57 |
| o22ai_1 | 87 |
| dfstp_2 | 57 |
| o311ai_0 | 37 |
| mux2_2 | 16 |
| a21oi_1 | 171 |
| clkdlybuf4s50_1 | 321 |
| mux4_2 | 68 |
| o21ai_0 | 178 |
| buf_4 | 25 |
| dfrtp_1 | 26 |
| inv_1 | 222 |
| nand3_1 | 36 |
| ha_1 | 399 |
| nor3_1 | 36 |
| nand3b_1 | 37 |
| nor2_1 | 206 |
==> metal layers <==
metal | track usage [%] | up-vias | part of all wire, %
met2 | 50.6 | 830 | 44
met5 | 0 | - | 0.15
met1 | 49.0 | 9437 | 44
li1 | - | 9779 | -
met3 | 7.40 | 129 | 8.6
met4 | 9.00 | 14 | 3.1
==> sequential cells by signal (all words and copies together) (netlist names) <==
name,cells
i16.COUNTER,3
i16.SEG_A,7
i16.DEF_COUNTER,16
i16.SEG_G,7
i16.SEG_E,7
i16.SEG_H,7
i16.SEG_C,7
i16.SEG_D,7
i16.SEG_SEL,9
i16.SEG_B,7
i16.SEG_F,7
==> worst max-delay path, cell delays in order <==
cell and delay (ns):
clkdlybuf4s50_1 0.60, inv_1 0.12, ha_1 0.20, nor2b_1 0.12, o311ai_0 0.29, o21ai_0 0.14
a221oi_1 0.31, nor4b_1 0.34, o21ai_1 0.09
==> worst paths after layout <==
check / endpoint / slack, ns
hold / removal: i16.SEG_F[3]$_DFFE_PN1N_ / 0.46
min in group asynchronous: i16.SEG_F[1]$_DFFE_PN0N_ / 1.54
max in group asynchronous: i16.COUNTER[2]$_DFFE_PN0N_ / 6.60
setup reg to reg: i16.SEG_G[7]$_DFFE_PN1N_ / 5.70
hold reg to reg: i16.SEG_F[3]$_DFFE_PN1N_ / 0.46
setup / recovery: i16.SEG_H[3]$_DFFE_PN1N_ / 5.42
==> kinds of logic after synthesis <==
group	share of synthesized area (%)
DFF	10.8
muxes	11.6
buffers and inverters	8.40
adders and majority gates	25.0
AOI/OAI and AO/OA	25.2
other	0.0187
xor gates and xnor gates	0.524
and+or+nand+nor	18.5
==> layout make-up <==
cell class / instances / area [um^2] / share of cell area [%]
Tap cell: 518 / 648 / 2.75
Multi-Input combinational cell: 2128 / 16200 / 68.8
Clock inverter: 7 / 75.1 / 0.318
Antenna cell: 2 / 5.00 / 0.0212
Sequential cell: 84 / 2170 / 9.22
Timing Repair Buffer: 346 / 3400 / 14.4
Inverter: 223 / 837 / 3.55
Clock buffer: 9 / 225 / 0.955
==> through the flow <==
stage | setup slack [ns] | power [mW] | area, um^2 | instances
after floorplan | 5.92 | 0.788 | 20100 | 2634
after global placement | 5.14 | 1.03 | 23300 | 3299
after detailed placement | 5.08 | 1.04 | 23300 | 3299
after CTS | 5.47 | 1.45 | 23600 | 3315
after global routing | 5.21 | 1.54 | 23600 | 3316
final | 5.42 | 1.44 | 23600 | 3317
==> power by group through the flow <==
| stage | Clock (mW) | Sequential (mW) | Combinational [mW] |
|---|---|---|---|
| 4_1_cts | 0.410 | 0.372 | 0.666 |
| 5_1_grt | 0.419 | 0.372 | 0.746 |
| 6_report | 0.399 | 0.372 | 0.673 |
Power is estimated from default activity; no workload was simulated.
